`flow/run.sh`:
```
#!/bin/bash
# OpenROAD 26Q1-2900-gdf79404cd8, Yosys 0.63+post, stock flow scripts
make -C /OpenROAD-flow-scripts/flow DESIGN_CONFIG=/design/flow/config.mk WORK_HOME=/design/flow/orfs finish
```
`flow/config.mk`:
```
export PLATFORM = sky130hd
export DESIGN_NAME = systolic_9x1_row
export DESIGN_NICKNAME = systolic_9x1_row
export VERILOG_FILES = /design/flow/design.v
export SDC_FILE = /design/flow/constraint.sdc
export NUM_CORES = 4
export LEC_CHECK = 1
export CORE_UTILIZATION = 50
```
`flow/constraint.sdc`:
```
current_design systolic_9x1_row

set clk_period 7.7
set clk_io_pct 0.2

create_clock -name clk0 -period $clk_period [get_ports {clk}]
create_clock -name clk1 -period $clk_period [get_ports {weight_en}]

set non_clock_inputs [all_inputs -no_clocks]
set_input_delay [expr $clk_period * $clk_io_pct] -clock clk0 $non_clock_inputs
set_output_delay [expr $clk_period * $clk_io_pct] -clock clk0 [all_outputs]
```
`flow/design.v`:
```
module PE#(
    parameter int_bits=13)(
    input clk,weight_en,reset,
    input [int_bits-1:0] in_ele,in_psum,
    output reg [int_bits-1:0] out_ele,
    output [int_bits-1:0] out_psum
    );
reg [int_bits-1:0] weight,psum;    
always@( posedge weight_en , posedge reset)begin
    if( reset )begin
        weight <= 0;                         
    end
    else begin
        weight <= in_ele;
    end
end
always@( posedge clk , posedge reset)begin
    if( reset )begin
        psum <= 0;
        out_ele <= 0;
    end
    else begin
        out_ele <= in_ele;
        psum <= in_ele*weight + in_psum;
    end
end
assign out_psum = psum;
endmodule
module systolic_9x1_row#(
    parameter int_bits=13 )(
    input clk, reset, weight_en, 
    input [int_bits*9-1:0] psum_in_g,
    input  [int_bits-1:0] in,
    output [int_bits*9-1:0] psum_g,
    output [int_bits-1:0] in_out
);
wire [int_bits-1:0] psum [8:0], psum_in[8:0];
assign { psum[8],psum[7],psum[6],psum[5],psum[4],psum[3],psum[2],psum[1],psum[0]} = psum_g[int_bits*9-1:0];
assign { psum_in[8],psum_in[7],psum_in[6],psum_in[5],psum_in[4],psum_in[3],psum_in[2],psum_in[1],psum_in[0]} = psum_in_g[int_bits*9-1:0];
wire [int_bits-1:0] ele [8:0];
PE #(.int_bits(int_bits))u0_0 (
    .clk(clk), .weight_en(weight_en), .reset(reset),
    .in_ele(in), .in_psum(psum_in[0]),
    .out_ele(ele[0]), .out_psum(psum[0])
);
genvar i;
generate
    for( i=1; i<9; i=i+1)begin:PE_col_gen
        PE #(.int_bits(int_bits)) PE_col (
            .clk(clk), .weight_en(weight_en), .reset(reset),
            .in_ele(ele[i-1]), .in_psum(psum_in[i]),
            .out_ele(ele[i]), .out_psum(psum[i])
        );
    end
endgenerate
endmodule
```
==> impl_metrics.yaml <==
# synthesis and place-and-route metrics
sta:
  fin_skew_ns: 0.0184
  finalMaxSlewViolations: 0
  hold_violations: 0
  grt_setup_unrepaired: "false"
  worst_pin_slew_ns: 0.716
  finalSetupTns_ns: 0
  setup_viol: 0
  slew-limit-headroom_pct: 52.3
grt:
  grt_max_degree: 114
  first_global_vias: 24666
  grt_pass1_wl_mm: 121
  grt-ovfl-total: 0
  gr-usage-all-layers_pct: 22.9
  antenna_found_initial: 0
detailed_routing:
  vias_per_cell: 4.84
  drc: 0
  wl_mm: 70.2
  antennaDiodeCount: 0
  wl_per_cell_um: 15.0
  drtAntennaViolNets: 0
  drtIter0Drc: 741
  num_vias: 22635
  drt_pass1_iterations: 5
finish:
  area_growth_pct: 14.3
  layout_top_cells: "783 x inv_1, 504 x fa_1, 465 x nand2_1"
  fillers: 5742
  fin_util_pct: 57.9
  drive_gt1_share_pct: 2.83
  layout_top_cell: "inv_1"
cts:
  post-cts-setup-buffer-count: 0
  hold_buffers: 0
  clkTransAtPathRegs_ns: 0.06
  ctsResizeCount: 0
  cts.sinks: 338
  tritoncts: "done"
place:
  globalplace.congestion: 0.918
  dp_hpwl_mm: 55.2
  port_buffers: 248
floorplan:
  core_um2: 68700
  dieArea_um2: 70700
  die_w_um: 266
  top_level_ports: 263
  initCoreUtil_pct: 50.7
  rows: 96
  die-height_um: 266
synthesis:
  edf_count: 0
  flop_cell: "dfrtp_1"
  yosysWarnings: 15
  synth-seq-cells: 338
  yosys-stat-area_um2: 34800
  yosysTopAreaCellShare_pct: 29.0
  postSynthSeqShare_pct: 24.3
  yosysUniqueCellTypes: 46
  synthArstFlopShare_pct: 100
  synthTopCellsByArea: "fa_1 29%, dfrtp_1 24%, ha_1 13%, inv_1 8.5%, and2_1 6.6%"
  synth_area_um2: 34800
  yosys_cells: 3477
  top_area_cell: "fa_1"
  synth_cells: 3477
  avgSynthCellArea_um2: 10.0
power:
  ir_drop_uv: 375
  p_per_area_nw_per_um2: 363
  leakage_nw: 19.9
critical_path:
  critPathMaxFanout: 10
  critPathKind: "input port to register"
  reg2reg_depth: 19
  worstPathRequired_ns: 8.17
  cp.arrival_ns: 6.84
  start_kind: "input port"
  endpoint_kind: "register"
flow_run:
  cap_violations: 0
  openroad.warnings: 28
worst_hold_path:
  hold_path_depth: 0
  hold_class: "register to register"
run_status:
  status: "completed"
==> state kept, by name (all words and copies together) (netlist names) <==
signal,cells
u0_0.psum,13
PE_col_gen.PE_col.weight,104
PE_col_gen.PE_col.out_ele,91
PE_col_gen.PE_col.psum,104
u0_0.weight,13
u0_0.out_ele,13
==> layer usage <==
| metal | vias up | part of all wire (%) | track usage, % |
|---|---|---|---|
| met5 | - | 0 | 0 |
| met4 | 0 | 2.2 | 4.32 |
| met3 | 95 | 5.4 | 5.56 |
| met2 | 419 | 52 | 38.1 |
| met1 | 11381 | 41 | 32.5 |
| li1 | 10740 | - | - |
==> synth_stat cells, types with 2 or more instances <==
master,n
a2111oi_0,2
a2111oi_2,4
a21boi_0,3
a21o_1,12
a21oi_1,66
a31o_2,3
a31oi_1,2
and2_1,368
and2_2,2
buf_2,6
buf_4,18
clkbuf_1,62
dfrtp_1,338
fa_1,504
ha_1,369
inv_1,784
nand2_1,465
nand2b_1,7
nand3_1,9
nor2_1,51
nor2b_1,10
nor3_1,4
nor4_1,8
o21a_1,12
o21ai_0,23
o21bai_1,11
o22ai_1,11
o311ai_1,2
o31a_1,3
or2_2,2
or3_1,4
or4_1,3
xnor2_1,213
xnor3_1,9
xor2_1,76
==> worst paths after layout <==
path / start / to / slack, ns
min in group asynchronous: reset / PE_col_gen[3].PE_col.psum[8]$_DFF_PP0_ / 1.33
max reg2reg: u0_0.out_ele[7]$_DFF_PP0_ / PE_col_gen[1].PE_col.psum[12]$_DFF_PP0_ / 2.10
min reg2reg: u0_0.out_ele[12]$_DFF_PP0_ / PE_col_gen[1].PE_col.out_ele[12]$_DFF_PP0_ / 0.41
min in group clk1: PE_col_gen[7].PE_col.out_ele[12]$_DFF_PP0_ / PE_col_gen[8].PE_col.weight[12]$_DFF_PP0_ / 0.56
max: in[5] / u0_0.psum[12]$_DFF_PP0_ / 1.33
max in group asynchronous: reset / PE_col_gen[7].PE_col.weight[8]$_DFF_PP0_ / 4.46
min: u0_0.out_ele[12]$_DFF_PP0_ / PE_col_gen[1].PE_col.out_ele[12]$_DFF_PP0_ / 0.41
max in group clk1: in[0] / u0_0.weight[0]$_DFF_PP0_ / 5.57
==> area by class of cell <==
type                       instances  area (µm²)  area share, %
clock buffer                      56        1310           3.30
timing repair buffer             253        2530           6.36
inverter                         784        2950           7.40
tap                              931        1160           2.93
clock inverter                    31         317          0.795
multi-input combinational       2280       23100           58.0
sequential                       338        8460           21.3
==> through the flow <==
stage / area, µm² / worst slack (ns) / cells / hold slack (ns) / total power [mW]
after CTS: 39800 / 1.37 / 4673 / 0.411 / 14.8
after floorplan: 34900 / 1.59 / 3489 / 0.354 / 9.83
after global routing: 39800 / 1.05 / 4673 / 0.424 / 16.1
after detailed placement: 38200 / 0.686 / 4586 / 0.384 / 12.4
after global placement: 38200 / 0.740 / 4586 / 0.380 / 12.3
final: 39800 / 1.33 / 4673 / 0.406 / 14.4
==> worst max-delay path, stage by stage <==
cell and delay, ns:
clkdlybuf4s50_1 0.60, and2_1 0.25, fa_1 0.47, inv_1 0.04, fa_1 0.47, inv_1 0.05
fa_1 0.50, inv_1 0.05, fa_1 0.52, inv_1 0.04, fa_1 0.47, inv_1 0.05
fa_1 0.47, inv_1 0.04, ha_1 0.32, o21a_1 0.12, o21ai_0 0.25, nor2_1 0.08
a21oi_1 0.25, a21oi_1 0.12, xnor2_1 0.13
==> power by group <==
part	switching, mW	internal, mW	total [mW]	leakage, nW
Sequential	0.237	2.27	2.51	3.94
Clock	0.913	1.36	2.27	0.797
Combinational	4.86	4.80	9.66	15.2
Total	6.01	8.42	14.4	19.9
==> kinds of logic (layout without fill, tap and decap cells) <==
| logic type | Yosys count | after routing | synth area share, % |
|---|---|---|---|
| AND/OR/NAND/NOR | 938 | 938 | 13.1 |
| other | 1 | 13 | 0.0108 |
| adder cells (fa/ha/maj) | 873 | 873 | 42.2 |
| buffers and inverters | 871 | 1124 | 9.61 |
| XOR/XNOR | 298 | 298 | 7.85 |
| AND-OR/OR-AND | 158 | 158 | 2.86 |
| flip-flops | 338 | 338 | 24.3 |
Power figures rest on the tool's default switching activity, not on a simulated workload.
