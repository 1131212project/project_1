**/design/flow/run.sh**
```bash
#!/bin/bash
# OpenROAD 26Q1-2900-gdf79404cd8, Yosys 0.63+post, stock flow scripts
make -C /OpenROAD-flow-scripts/flow DESIGN_CONFIG=/design/flow/config.mk WORK_HOME=/design/flow/orfs finish
```
**/design/flow/config.mk**
```make
export PLATFORM = sky130hd
export DESIGN_NAME = adder_4
export DESIGN_NICKNAME = adder_4
export VERILOG_FILES = /design/flow/design.v
export SDC_FILE = /design/flow/constraint.sdc
export NUM_CORES = 4
export LEC_CHECK = 1
export CORE_UTILIZATION = 50
```
**/design/flow/constraint.sdc**
```tcl
current_design adder_4

set clk_period 4.9
set clk_io_pct 0.2

create_clock -name clk0 -period $clk_period [get_ports {clk}]

set non_clock_inputs [all_inputs -no_clocks]
set_input_delay [expr $clk_period * $clk_io_pct] -clock clk0 $non_clock_inputs
set_output_delay [expr $clk_period * $clk_io_pct] -clock clk0 [all_outputs]
```
**/design/flow/design.v**
```verilog
module adder_4#(
    parameter int_bits=13)(
    input clk,reset,
    input [int_bits-1:0]in3,in2,in1,in0,
    output [int_bits-1:0]out
);
wire [int_bits-1:0] out2[1:0],out1;
reg [int_bits-1:0] out2_buf[1:0],out1_buf;
assign out2[1] = in3 + in2;
assign out2[0] = in1 + in0;
assign out1 = out2_buf[1] + out2_buf[0];
always@(posedge clk,posedge reset) begin
    if(reset) begin
        out2_buf[1] <= 16'b0;
        out2_buf[0] <= 16'b0;
        out1_buf <= 16'b0;
    end
    else begin
        out2_buf[1] <= out2[1];
        out2_buf[0] <= out2[0];
        out1_buf <= out1;
    end
end
assign out = out1_buf;
endmodule
```
==> flow_summary.json <==
{
  "r2r_start": "out2_buf[0][0]",
  "crit_fanout": 3,
  "synth.area.top_cells": "dfrtp_1 36%, ha_1 17%, xnor2_1 7.2%, a21oi_1 3.9%, xor2_1 2.9%",
  "period_used_share": 0.601,
  "routabilityCongestion": 0.936,
  "clkTransAtPathRegs_ps": 70,
  "p_per_area_nw_per_um2": 373,
  "critPathArrivalTime_ps": 3160,
  "drv_slew": 0,
  "initial_utilization": 0.522,
  "grt_pass1_vias": 2007,
  "grt_pass1_wl_um": 8640,
  "setup_viol": 0,
  "period_needed_ps": 2940,
  "lay_top_count": "clkdlybuf4s50_1",
  "dp_hpwl_um": 3990,
  "die_area_um2": 5670,
  "tightest_slew_ps": 463,
  "slew_headroom": 0.692,
  "ys_cells": 263,
  "cts_tree": "built",
  "critPathKind": "in -> reg",
  "async_flop_share": 1.00,
  "drive_above_1_share": 0.0625,
  "worst_setup_path_start_kind": "input port",
  "ys.flops": 39,
  "timing.hold.ws_ps": 467,
  "fin_skew_ps": 6.24,
  "grt.total_usage": 0.203,
  "syn_inst": 263,
  "ctsHoldBuffers": 0,
  "yosysSeqAreaShare": 0.363,
  "hold_depth": 1,
  "largest_area_cell": "dfrtp_1",
  "clock_latency_ps": 290,
  "route.vias.total": 2197,
  "via_per_inst": 5.41,
  "final_cell_mix": "66 x clkdlybuf4s50_1, 39 x dfrtp_1, 36 x ha_1",
  "warnings": 26,
  "placed_area_um2": 3430,
  "cts_resized": 0,
  "h-tree-depth": 2,
  "reg2reg_setup_slack_ps": 2680,
  "grt_overflow": 0,
  "worstPathRequired_ps": 5110,
  "clkSinkCount": 39,
  "hp-start": "out2_buf[1][0]",
  "fin_tns_setup_ps": 0,
  "wirelength_um": 5030,
  "maxCapViolations": 0,
  "dieWidth_um": 75.3,
  "cts-root-buf": "clkbuf_8",
  "min_path_type": "reg -> reg",
  "ios": 67,
  "area.growth.synth_to_final_pct": 32.2,
  "design.core.area_um2": 5140,
  "num_rows": 26,
  "hold_viol": 0,
  "yosysTopAreaCellShare": 0.363,
  "synth_area_um2": 2690,
  "ys_types": 44,
  "total_leakage_power_nw": 1.56,
  "yosysChipArea_um2": 2690,
  "design_area_um2": 3550,
  "routedWlPerCell_um": 12.4,
  "status": "completed",
  "power_w": 0.00132,
  "synth_warnings": 2,
  "edf_count": 0,
  "timing.fmax_mhz": 340,
  "holdPathEnd": "out1_buf[0]",
  "syn_area_per_cell_um2": 10.2,
  "ff2ff_path_depth": 7,
  "drtPass1Iterations": 4,
  "cts_buffers": 5,
  "final_antenna_net_count": 0,
  "synth-main-ff-cell": "dfrtp_1",
  "antenna_found_initial": 0,
  "clock_path_buffers": 2,
  "cts_setup_buffers": 0,
  "reg2reg_to": "out1_buf[12]",
  "die_h_um": 75.3,
  "io_buffers": 66,
  "drtIter0Drc": 79,
  "drc": 0,
  "cp-end-kind": "flip-flop",
  "dp_slack_ps": 1650,
  "n_antenna_cell": 0,
  "setup_slack_ps": 1960,
  "fillers": 441,
  "irDropWorstVdd_mv": 0.203,
  "rsz0062_at_grt": "no",
  "grt_max_degree": 40
}
[final cells by class]
cell class              instances  area (um2)  area share
flip-flops and latches         39         976       0.275
inverters                      13        48.8      0.0137
repair buffers                 67         668       0.188
clock inverters                 2        35.0     0.00987
clock buffers                   6        82.6      0.0233
multi-input cells             209        1650       0.465
well taps                      70        87.6      0.0247
[Yosys cell counts, types with 9 or more instances]
library cell	number
dfrtp_1	39
ha_1	36
xnor2_1	22
a21oi_1	21
nor2_1	17
inv_1	13
o21ai_0	13
nand2_1	12
nor3_1	11
a21o_1	9
xor2_1	9
[routing by layer]
| metal | GRT usage | part of all wire | up-vias | routed length (um) |
|---|---|---|---|---|
| met5 | 0 | 0 | - | 0 |
| met4 | 0.0267 | 0.018 | 0 | 88 |
| met3 | 0.0299 | 0.045 | 8 | 225 |
| met2 | 0.313 | 0.45 | 62 | 2280 |
| met1 | 0.323 | 0.48 | 1013 | 2440 |
| li1 | - | - | 1114 | - |
[sequential cells by signal (all words and copies together) (netlist names)]
register,count
out2_buf,26
out1_buf,13
[report_power, final]
part / switching [W] / leakage [nW] / internal, W
clock network: 0.000109 / 0.0612 / 0.000165
registers: 0.0000285 / 0.453 / 0.000419
logic: 0.000266 / 1.04 / 0.000335
total: 0.000404 / 1.56 / 0.000919
[cell families (layout without fill, tap and decap cells)]
kind of cell,after synthesis,count (layout),share of synthesized area
compound gates,76,76,0.207
simple gates,63,63,0.117
fa+ha+maj,39,39,0.190
flops,39,39,0.363
xor+xnor,31,31,0.101
buf+inv,15,88,0.0210
[through the flow]
step | utilization | instances
2_1_floorplan | - | 263
3_3_place_gp | 0.668 | 398
3_5_place_dp | 0.668 | 398
4_1_cts | 0.691 | 406
5_1_grt | 0.691 | 406
6_report | 0.691 | 406
[critical path, stage by stage]
cell and delay [ps]:
clkdlybuf4s50_1 400, ha_1 250, fa_1 410, a21oi_1 260, o221ai_1 250, a311o_1 310, a21oi_1 170, xnor2_1 130
[how the worst max path moves through the flow]
stage | from | to | slack (ps)
global route | in1[0] | out2_buf[0][10] | 1840
finish | in1[0] | out2_buf[0][12] | 1960
CTS | in1[0] | out2_buf[0][12] | 1950
Power and IR drop assume default switching activity.
